## flow/run.sh

```bash
#!/bin/bash
# OpenROAD 26Q1-2900-gdf79404cd8, Yosys 0.63+post, stock flow scripts
make -C /OpenROAD-flow-scripts/flow DESIGN_CONFIG=/design/flow/config.mk WORK_HOME=/design/flow/orfs finish
```

## flow/config.mk

```make
export PLATFORM = sky130hd
export DESIGN_NAME = RegisterFile
export DESIGN_NICKNAME = RegisterFile
export VERILOG_FILES = /design/flow/design.v
export SDC_FILE = /design/flow/constraint.sdc
export NUM_CORES = 4
export LEC_CHECK = 1
export CORE_UTILIZATION = 30
```

## flow/constraint.sdc

```tcl
current_design RegisterFile

set clk_period 4.2
set clk_io_pct 0.2

create_clock -name clk0 -period $clk_period [get_ports {clock}]

set non_clock_inputs [all_inputs -no_clocks]
set_input_delay [expr $clk_period * $clk_io_pct] -clock clk0 $non_clock_inputs
set_output_delay [expr $clk_period * $clk_io_pct] -clock clk0 [all_outputs]
```

## flow/design.v

```verilog
`timescale 1ns / 1ps
module RegisterFile(
input[2:0] RS,
input[2:0] RT,
input[2:0] RD,
input[15:0] WriteData,
input RegWrite,
input clock,
output[15:0] ReadRS,
output[15:0] ReadRT
);
reg[15:0] Registers[15:0];
integer i;
initial 
begin
for ( i =0; i <16; i=i+1)
Registers[i] <= 16'd0;
end
always @ (posedge clock)
begin
Registers[RD] <= WriteData;
end
assign ReadRS = Registers[RS];
assign ReadRT = Registers[RT];
endmodule
```

==> results.toml <==
# generated from flow reports
[status]
outcome = "complete, no violations"

[grt]
antenna_found_initial = 0
grtUsageMet1_pct = 15.0
gr-usage-met3_pct = 9.81
grt_max_degree = 33
grt-ovfl-total = 0
use_met2_pct = 20.9
gr-usage-all-layers_pct = 13.2
top_usage_layer = "met2"
grt_pass1_vias = 3190
grt_first_pass_wirelength_um = 17900

[timing]
rsz0062_at_grt = "no"
tns_ns = 0
finalHoldViolCount = 0
worst_slew_pin_slew_ns = 0.346
setup_viol = 0
timing.fmax_ghz = 0.281
setup_ws_ns = 0.638
finalClockPeriodUsage_pct = 84.8
slew_viol_final = 0
slew_headroom_pct = 76.9
layout_min_cycle_time_ns = 3.56

[min_path]
hold_start = "WriteData[10]"
min_path_cells = 1
min_path_type = "primary input to flip-flop"
min_to = "Registers[6][10]"

[clocking]
hold_buffers = 0
cts_root_buf = "clkbuf_16"
cts_sinks = 128
ctsResizeCount = 0
cts_tree = "yes"
htreeDepth = 4
numCtsBuffers = 17
clk_pin_slew_ns = 0.05
cts_setup_buffers = 0
clockBufferDepth = 2

[route]
vias = 2917
post-route-drc-count = 0
wl_per_cell_um = 20.3
drt-total-wl_um = 12200
n_antenna_cell = 0
ant_nets = 0
drtIter0Drc = 142
via_per_inst = 4.86
dr.pass1.iters = 4

[placed_design]
post-place-ws_ns = 0.603
dp_cells = 569
portBuffers = 57
dp_hpwl_um = 6890
place_congestion = 0.731

[pwr]
pwr-share-seq_pct = 49.6
p_clk_share_pct = 39.5
p_int_uw = 2410
vdd_drop_max_v = 0.000254
p_switching_uw = 606
powerDensity_nw_per_um2 = 404
p_leak_uw = 0.00252
p_sw_share_pct = 20.1
pwr-share-comb_pct = 10.9

[die]
die_w_um = 144
num_rows = 51
dieArea_um2 = 20700
fp_util_pct = 30.9
pin_count = 59
core_area_um2 = 19600
die_y_um = 144

[synth]
netlist_area_um2 = 6040
syn-instance-count = 251
yosys_warnings = 1
ff_type = "edfxtp_1"
top_cells_by_count = "edfxtp_1, mux4_1, mux2_2"
top_area_cell = "edfxtp_1"
yosys_area_um2 = 6040
most_common_cell = "edfxtp_1"
yosysUniqueCellTypes = 14
ys_cells = 251
synthDominantCellAreaShare_pct = 63.6
ys_seq_share_pct = 63.6
synthArstFlopShare_pct = 0
numSynthFlops = 128
top_cells_by_area = "edfxtp_1, mux4_1, mux2_2, mux4_2, buf_6"
synth_area_per_cell_um2 = 24.1
edf_count = 128

[finish]
n_fill_cell = 1760
reg.largest.list = "Registers x128"
drive_gt1_share_pct = 24.2
largest_register_ffs = 128
largest_register = "Registers"
instances_no_fill = 600
syn_to_final_growth_pct = 23.5

[critical_path]
crit_family = "buffers and inverters"
cp_slowest_cell = "mux4_1"
worstPathArrival_ns = 2.72
worstPathRequired_ns = 3.36
startpoint_type = "primary input"
crit_chain = "buf_2 > buf_12 > mux4_1 > mux2_2 > clkdlybuf4s50_1"
end_kind = "primary output"
cp_max_fo = 24
slowest_delay_ns = 0.59
worst-path-buf-inv = 3
critical_path_class = "primary input to primary output"

[run]
drv_cap = 0
tool_warnings = 26
## through the flow
stage,power [uW],util (%),area [um^2],hold WS (ns)
floorplan,1680,-,6040,0.939
global placement,1850,35.6,6980,1.56
detailed placement,1860,35.6,6980,1.58
CTS,3050,38.1,7470,1.15
global route,3130,38.1,7470,1.17
finish,3020,38.1,7470,1.16
## placed cells by master, fill, tap and decap left out, types with 2 or more instances in the layout
cell             count
and3b_1              2
buf_12               4
buf_2                2
buf_4               10
clkbuf_1             2
clkbuf_16           17
clkdlybuf4s50_1     55
clkinv_1             8
clkinv_2             3
edfxtp_1           128
mux2_2              32
mux4_1              56
mux4_2               8
nor3b_2              3
## per-layer routing
layer	up-vias	part of all wire, %
met5	-	0
met4	0	0.87
met3	9	13
met2	163	50
met1	1434	35
li1	1311	-
## cell families after synthesis
family        share of synthesized area, %
buf+inv                               2.15
flops                                 63.6
mux                                   33.3
simple gates                         0.973
## power groups by stage
stage                 registers, uW  clock network [uW]  logic, uW
after global routing           1500                1270        357
after CTS                      1500                1220        338
final                          1500                1190        329
## cell type report
cell class,count,area (um^2),area share [%]
multi-input combinational,105,2090,28.0
sequential,128,3840,51.5
clock inverter,12,52.6,0.704
clock buffer,19,433,5.80
tap,265,332,4.44
timing repair buffer,71,716,9.58
## how the worst max path moves through the flow
stage | start | to | cells after the start
after CTS | RT[0] | ReadRT[4] | 5
after global routing | RT[0] | ReadRT[1] | 5
final | RT[0] | ReadRT[4] | 5
Power is estimated from default activity; no workload was simulated.
