$ cat /design/flow/run.sh
#!/bin/bash
# OpenROAD 26Q1-2900-gdf79404cd8, Yosys 0.63+post, stock flow scripts
make -C /OpenROAD-flow-scripts/flow DESIGN_CONFIG=/design/flow/config.mk WORK_HOME=/design/flow/orfs finish
$ cat /design/flow/config.mk
export PLATFORM = sky130hd
export DESIGN_NAME = CU
export DESIGN_NICKNAME = CU
export VERILOG_FILES = /design/flow/design.v
export SDC_FILE = /design/flow/constraint.sdc
export NUM_CORES = 4
export LEC_CHECK = 1
export CORE_AREA = 10 10 70 70
export DIE_AREA = 0 0 80 80
$ cat /design/flow/constraint.sdc
current_design CU

set clk_period 1.8
set clk_io_pct 0.2

create_clock -name clk0 -period $clk_period

set non_clock_inputs [all_inputs -no_clocks]
set_input_delay [expr $clk_period * $clk_io_pct] -clock clk0 $non_clock_inputs
set_output_delay [expr $clk_period * $clk_io_pct] -clock clk0 [all_outputs]
$ cat /design/flow/design.v
`timescale 1ns / 1ps
module CU(
input  [2:0] opcode,  
 output reg RegDst,   
 output reg Branch,
 output reg MemRead, 
 output reg MemToReg, 
 output reg [1:0] ALUOp, 
 output reg MemWrite,
 output reg ALUSrc, 
 output reg RegWrite
);
always @(opcode)
begin
case(opcode)
3'b000:   
    begin 
      RegDst = 1;
      ALUSrc = 0; 
      MemToReg = 0; 
      RegWrite = 1; 
      MemRead = 0; 
      MemWrite = 0; 
      ALUOp[1] = 1;
      ALUOp[0] = 0;
      Branch = 0; 
     end
3'b000:  
    begin
    RegDst = 1;
    ALUSrc = 0;
    MemToReg = 0;
    RegWrite = 1;
    MemRead = 0;
    MemWrite = 0;
    ALUOp[1] = 1;
    ALUOp[0] = 0;
    Branch = 0;
    end 
    3'b001:  
    begin
    RegDst = 0;
    ALUSrc = 1;
    MemToReg = 0;
    RegWrite = 1;
    MemRead = 0;
    MemWrite = 0;
    ALUOp[1] = 1;
    ALUOp[0] = 1;
    Branch = 0;
    end 
    3'b011:  
    begin
    RegDst = 0;
    ALUSrc = 1;
    MemToReg = 0;
    RegWrite = 1;
    MemRead = 0;
    MemWrite = 0;
    ALUOp[1] = 1;
    ALUOp[0] = 1;
    Branch = 0;
    end
    3'b000:  
    begin
    RegDst = 1;
    ALUSrc = 0;
    MemToReg = 0;
    RegWrite = 1;
    MemRead = 0;
    MemWrite = 0;
    ALUOp[1] = 1;
    ALUOp[0] = 0;
    Branch = 0;
    end
    3'b100:  
    begin
    RegDst = 0;
    ALUSrc = 1;
    MemToReg = 0;
    RegWrite = 1;
    MemRead = 0;
    MemWrite = 0;
    ALUOp[1] = 1;
    ALUOp[0] = 1;
    Branch = 0;
    end
    3'b000:  
    begin
    RegDst = 1;
    ALUSrc = 0;
    MemToReg = 0;
    RegWrite = 1;
    MemRead = 0;
    MemWrite = 0;
    ALUOp[1] = 1;
    ALUOp[0] = 0;
    Branch = 0;
    end
    3'b101:  
    begin
    RegDst = 0;
    ALUSrc = 1;
    MemToReg = 1;
    RegWrite = 1;
    MemRead = 1;
    MemWrite = 0;
    ALUOp[1] = 0;
    ALUOp[0] = 0;
    Branch = 0;
    end
    3'b110:  
    begin
    RegDst = 0;
    ALUSrc = 1;
    MemToReg = 0;
    RegWrite = 0;
    MemRead = 0;
    MemWrite = 1;
    ALUOp[1] = 0;
    ALUOp[0] = 0;
    Branch = 0;
    end
    3'b111:  
    begin
    RegDst = 0;
    ALUSrc = 0;
    MemToReg = 0;
    RegWrite = 0;
    MemRead = 0;
    MemWrite = 0;
    ALUOp[1] = 0;
    ALUOp[0] = 1;
    Branch = 0;
    end
    3'b010:  
    begin
    RegDst = 0;
    ALUSrc = 1;
    MemToReg = 0;
    RegWrite = 1;
    MemRead = 0;
    MemWrite = 0;
    ALUOp[1] = 1;
    ALUOp[0] = 1;
    Branch = 0;
    end
endcase
end
endmodule
==> summary.txt <==
Synthesis and PnR results.

- The flow ran to the end, and the final reports show no timing, DRC or antenna violations.
- The critical setup path kind is input pin to primary output.
- In this run the tools logged warnings totalling 36.
- The buffer and inverter count on the worst path is 3.
- After synthesis, the largest area contributor takes up 45.45% of total cell area.
- After global routing the overflow that remains totals 0.
- For this run, the detailed router reports a per-instance via density of 1.936.
- From left edge to right edge, the die measures 80 um.
- The maximum number of pins on one net before global-route repair reads 5.
- The internal portion of the total power is 0.03073 mW.
- The setup TNS after final layout is 0 ns.
- The number of global-route vias before repair is 149.
- The cell count after synthesis reads 17.
- Hold is met by 1.315 ns.
- The sequential share of power is 0%.
- The number of unique standard cell types used by synthesis reads 9.
- The post-route total power reads 0.04633 mW.
- The antenna cell count reads 0.
- In the finished layout, the clock tree contains a buffer count of 0.
- The total wirelength of the detailed-routed design reads 435 um.
- Of the total power, the share spent switching nets is 33.67%.
- Per the timing report, the biggest fanout along the worst path comes to 4.
- The wire length per cell is 5.577 um.
- Row generation in the floorplan step produced 21 rows.
- For this configuration, the core starts out at a cell density of 4.029%.
- The core region is 0.003416 mm^2.
- The highest clock frequency the design can meet is 569.8 MHz.
- The post-synthesis instance area is 137.6 um^2.
- The share of total power dissipated in the clock network is 0%.
- Between the synthesized netlist and the finished layout, the area growth was recorded as 138.2%.
- The number of violations reported at the end of detailed-routing iteration 0 reads 0.
- In the final layout, the share of cells above drive strength 1 is 34.38%.
- The worst path needs 1.755 ns of the cycle, external delays included.
- The I/O pin count reads 12.
- The kind of cell with the highest combined delay along the critical path is buffers and inverters.
- The sequential area share after synthesis reads 0%.
- By area the synthesized netlist is led by sky130_fd_sc_hd__ha_1 45%, sky130_fd_sc_hd__mux2i_1 15%, sky130_fd_sc_hd__buf_4 11%, sky130_fd_sc_hd__and2_1 9.1%, sky130_fd_sc_hd__inv_1 5.5%.
- The power report puts the leakage power at 0.1604 nW.
- STA classifies the critical path endpoint as a primary output.
- Buffers inserted to repair hold after CTS numbered 0.
- The area occupied by multi-input gates reads 117.6 um^2.
- The final tally of setup violations is 0.
- The path class of the tightest hold or removal check is input pin to primary output.
- Global routing used 1.224% of the available tracks.
- The layout has 404 filler cells.
- The number of maximum-capacitance constraint violations is 0.
- The critical path startpoint category is an input pin.
- The warning tally printed by Yosys for this design is 1.
- The die span in y is 80 um.
- The chip area reads 0.006400 mm^2.
- The power report attributes to the combinational group a share of 100.0%.
- The synthesized design spends more area on one cell type than any other, namely sky130_fd_sc_hd__ha_1.
- The signal on the critical path passes through dlygate4sd2_1 -> buf_4 -> and2_4 -> clkdlybuf4s50_1.
- The sequential cell area in the final layout reads 0 um^2.
- By count the netlist is led by 5 x sky130_fd_sc_hd__ha_1, 2 x sky130_fd_sc_hd__and2_1, 2 x sky130_fd_sc_hd__buf_4, 2 x sky130_fd_sc_hd__inv_1, 2 x sky130_fd_sc_hd__mux2i_1.
- The number of post-CTS setup repair buffers is 0.
- The final max-slew violation count is 0.
- The final HPWL from detailed placement is 422.7 um.
- The cell with the most instances after synthesis reads sky130_fd_sc_hd__ha_1.
- The chip area estimate from yosys synthesis reads 137.6 um^2.
- The remaining antenna violation count is 0.
- Per the gpl log, the routability congestion estimate is 0.7304.
- In this run the power density over the cells is 141.3 mW/mm^2.
- The number of antenna violations at the first check in global routing reads 0.
- The routed layout has 151 vias.
- The count of sequential standard cells reads 0.
- The detailed-router iteration count before antenna repair reads 1.
- The slowest cell on the critical path reads sky130_fd_sc_hd__clkdlybuf4s50_1.
- The first global-routing pass estimated 655 um of wire.
- For the worst setup path, the data required time is 1.44 ns.
- For the worst setup path, the data arrival time is 1.39 ns.
- Summed over all nets, the switching power comes to 0.01560 mW.
- In the final report, the number of hold violations comes to 0.
- Setup repair after global routing left no endpoint under its margin.
- The post-layout period usage of the worst path reads 97.49%.
- During placement, the flow inserted port buffers numbering 11.
- The worst voltage drop across the vdd grid is 23.99 uV.
- The script parses the final routing iteration and logs DRC violations as 0.
- For this run, the slowest stage of the critical path takes 0.45 ns.
- The average cell area after synthesis reads 8.096 um^2.
- The yosys cell count is 17.
what timing repair did:
action,4_1_cts,5_1_grt
endpoints found under the setup margin,8,2
resized,15,2
endpoints found under the hold margin,0,0
metal layers:
metal | GRT usage (%) | vias up | wire length [um]
li1 | - | 79 | -
met1 | 1.648 | 61 | 201
met2 | 1.525 | 11 | 110
met3 | 1.023 | 0 | 124
met4 | 0 | 0 | 0
met5 | 0 | - | 0
power by group through the flow:
stage | logic [mW] | registers (mW) | clock network (mW)
final | 0.0463 | 0 | 0
after CTS | 0.0492 | 0 | 0
after global routing | 0.0529 | 0 | 0
stage by stage:
stage	util [%]	area (um^2)	worst slack [ns]	instances
after floorplan	-	137.6	0.6441	17
after global placement	9.817	335.3	-0.4716	78
after detailed placement	9.817	335.3	-0.4426	78
after CTS	9.890	337.8	0.008491	78
after global routing	9.597	327.8	0.01193	78
final	9.597	327.8	0.04510	78
cell type report:
cell class	count	share of cell area (%)
Timing Repair Buffer	17	44.27
Multi-Input combinational cell	13	35.88
Inverter	2	2.290
Tap cell	46	17.56
placed cells by master, fill, tap and decap left out, drive strengths merged:
cell           count
and2               2
buf                6
clkbuf             2
clkdlybuf4s50      3
conb               1
dlygate4sd2        6
ha                 5
inv                2
mux2i              2
nand2              1
nand2b             1
nor2b              1
path summary, 6_finish.rpt:
kind	startpoint	cells past startpoint	slack (ns)	end
min	opcode[1]	5	1.31	ALUOp[0]
max	opcode[2]	4	0.05	MemToReg
cells by family after synthesis:
logic type / synth area share (%)
adder cells (fa/ha/maj): 45.45
multiplexers: 14.55
other: 2.725
AND/OR/NAND/NOR: 20.91
buffers and inverters: 16.36
No activity file was given, so power comes from the tool's default toggle rates.
